`/design/flow/run.sh`:
```
#!/bin/bash
# OpenROAD 26Q1-2900-gdf79404cd8, Yosys 0.63+post, stock flow scripts
make -C /OpenROAD-flow-scripts/flow DESIGN_CONFIG=/design/flow/config.mk WORK_HOME=/design/flow/orfs finish
```
`/design/flow/config.mk`:
```
export PLATFORM = sky130hd
export DESIGN_NAME = MIPS_Pipeline
export DESIGN_NICKNAME = MIPS_Pipeline
export VERILOG_FILES = /design/flow/design.v
export SDC_FILE = /design/flow/constraint.sdc
export NUM_CORES = 4
export LEC_CHECK = 1
export CORE_AREA = 10 10 72 72
export DIE_AREA = 0 0 82 82
export SYNTH_MEMORY_MAX_BITS = 65536
```
`/design/flow/constraint.sdc`:
```
current_design MIPS_Pipeline

set clk_period 2.6
set clk_io_pct 0.2

create_clock -name clk0 -period $clk_period [get_ports {clk}]

set non_clock_inputs [all_inputs -no_clocks]
set_input_delay [expr $clk_period * $clk_io_pct] -clock clk0 $non_clock_inputs
set_output_delay [expr $clk_period * $clk_io_pct] -clock clk0 [all_outputs]
```
`/design/flow/design.v`:
```
`timescale 1ns/1ps
`timescale 1ns/1ps
`timescale 1ns/1ps
module MIPS_Pipeline (
    input wire clk,
    input wire rst,
    output wire [15:0] pc_out
);
    parameter MEM_SIZE = 512;
    parameter REG_COUNT = 8;
    integer i;
    reg [15:0] pc = 16'h0000;
    reg [15:0] next_pc = 16'h0000;
    reg stall = 1'b0;
    reg flush = 1'b0;
    reg [15:0] if_id_pc = 16'h0000;
    reg [15:0] if_id_instr = 16'h0000;
    reg if_id_valid = 1'b0;
    reg [15:0] id_ex_pc = 16'h0000;
    reg [2:0] id_ex_rs = 3'b000;
    reg [2:0] id_ex_rt = 3'b000;
    reg [2:0] id_ex_rd = 3'b000;
    reg [15:0] id_ex_reg1 = 16'h0000;
    reg [15:0] id_ex_reg2 = 16'h0000;
    reg [15:0] id_ex_imm = 16'h0000;
    reg [3:0] id_ex_alu_op = 4'b0000;
    reg id_ex_mem_read = 1'b0;
    reg id_ex_mem_write = 1'b0;
    reg id_ex_reg_write = 1'b0;
    reg id_ex_alu_src = 1'b0;
    reg id_ex_reg_dst = 1'b0;
    reg id_ex_branch = 1'b0;
    reg id_ex_valid = 1'b0;
    reg [15:0] ex_mem_alu_result = 16'h0000;
    reg [15:0] ex_mem_reg2 = 16'h0000;
    reg [2:0] ex_mem_reg_dst = 3'b000;
    reg ex_mem_mem_read = 1'b0;
    reg ex_mem_mem_write = 1'b0;
    reg ex_mem_reg_write = 1'b0;
    reg ex_mem_branch_taken = 1'b0;
    reg [15:0] ex_mem_branch_target = 16'h0000;
    reg ex_mem_valid = 1'b0;
    reg [15:0] mem_wb_data = 16'h0000;
    reg [2:0] mem_wb_reg_dst = 3'b000;
    reg mem_wb_reg_write = 1'b0;
    reg mem_wb_valid = 1'b0;
    reg [7:0] instr_memory [0:MEM_SIZE-1];
    reg [7:0] data_memory [0:MEM_SIZE-1];
    reg [15:0] reg_file [0:REG_COUNT-1];
    reg [1:0] forward_a = 2'b00;
    reg [1:0] forward_b = 2'b00;
    reg [15:0] alu_in1 = 16'h0000;
    reg [15:0] alu_in2 = 16'h0000;
    reg load_use_hazard = 1'b0;
    reg control_hazard = 1'b0;
    reg [3:0] opcode = 4'b0000;
    reg [2:0] rs = 3'b000;
    reg [2:0] rt = 3'b000;
    reg [2:0] rd = 3'b000;
    reg [15:0] immediate = 16'h0000;
    initial begin
        for (i = 0; i < MEM_SIZE; i = i + 1) begin
            instr_memory[i] = 8'h00;
            data_memory[i] = 8'h00;
        end
        for (i = 0; i < REG_COUNT; i = i + 1) begin
            reg_file[i] = 16'h0000;
        end
    end
    reg [15:0] alu_result;
    always @(*) begin
        case(forward_a)
            2'b00: alu_in1 = id_ex_reg1;
            2'b10: alu_in1 = ex_mem_alu_result;
            2'b01: alu_in1 = mem_wb_data;
            default: alu_in1 = id_ex_reg1;
        endcase
        case(forward_b)
            2'b00: alu_in2 = id_ex_alu_src ? id_ex_imm : id_ex_reg2;
            2'b10: alu_in2 = ex_mem_alu_result;
            2'b01: alu_in2 = mem_wb_data;
            default: alu_in2 = id_ex_alu_src ? id_ex_imm : id_ex_reg2;
        endcase
        case(id_ex_alu_op)
            4'b0000: alu_result = {1'b0, alu_in1} + {1'b0, alu_in2};  
            4'b0001: alu_result = alu_in1 - alu_in2;                   
            4'b0010: alu_result = alu_in1 & alu_in2;                   
            4'b0011: alu_result = alu_in1 | alu_in2;                   
            4'b0100: alu_result = $signed(alu_in1) < $signed(alu_in2) ? 16'd1 : 16'd0;  
            4'b0101: alu_result = alu_in2 << alu_in1[3:0];            
            4'b0110: alu_result = alu_in2 >> alu_in1[3:0];            
            default: alu_result = alu_in1 + alu_in2;
        endcase
    end
    always @(posedge clk or posedge rst) begin
        if (rst) begin
            mem_wb_data <= 16'h0000;
            mem_wb_reg_dst <= 3'b000;
            mem_wb_reg_write <= 1'b0;
            mem_wb_valid <= 1'b0;
        end else begin
            if (ex_mem_valid) begin
                if (ex_mem_mem_read) begin
                    if (ex_mem_alu_result < MEM_SIZE - 1) begin
                        mem_wb_data <= {data_memory[ex_mem_alu_result], 
                                      data_memory[ex_mem_alu_result + 1]};
                    end else begin
                        mem_wb_data <= 16'h0000;  
                    end
                end else if (ex_mem_mem_write) begin
                    if (ex_mem_alu_result < MEM_SIZE - 1) begin
                        data_memory[ex_mem_alu_result] <= ex_mem_reg2[15:8];
                        data_memory[ex_mem_alu_result + 1] <= ex_mem_reg2[7:0];
                    end
                    mem_wb_data <= ex_mem_alu_result;  
                end else begin
                    mem_wb_data <= ex_mem_alu_result;
                end
                mem_wb_reg_dst <= ex_mem_reg_dst;
                mem_wb_reg_write <= ex_mem_reg_write;
                mem_wb_valid <= 1'b1;
            end else begin
                mem_wb_valid <= 1'b0;
            end
        end
    end
    always @(*) begin
        wire [3:0] opcode_bits;
        wire [2:0] rs_bits, rt_bits, rd_bits;
        wire [7:0] imm_bits;
        opcode_bits = if_id_instr[15:12];
        rs_bits = if_id_instr[11:9];
        rt_bits = if_id_instr[8:6];
        rd_bits = if_id_instr[5:3];
        imm_bits = if_id_instr[7:0];
        opcode = opcode_bits;
        rs = rs_bits;
        rt = rt_bits;
        rd = rd_bits;
        case(opcode)
            4'b0001: immediate = {{8{imm_bits[7]}}, imm_bits};  
            4'b0010,
            4'b0011: immediate = {{8{imm_bits[7]}}, imm_bits};  
            4'b0100,
            4'b0101: immediate = {{7{imm_bits[7]}}, imm_bits, 1'b0};  
            default: immediate = 16'h0000;
        endcase
    end
    always @(*) begin
        reg_write = 0;
        mem_read = 0;
        mem_write = 0;
        alu_src = 0;
        reg_dst = 0;
        branch = 0;
        alu_op = 4'b0000;
        case(opcode)
            4'b0000: begin  
                reg_write = 1;
                reg_dst = 1;
                alu_op = {1'b0, if_id_instr[2:0]};  
            end
            4'b0001: begin  
                reg_write = 1;
                alu_src = 1;
                alu_op = 4'b0000;
            end
            4'b0010: begin  
                reg_write = 1;
                mem_read = 1;
                alu_src = 1;
                alu_op = 4'b0000;
            end
            4'b0011: begin  
                mem_write = 1;
                alu_src = 1;
                alu_op = 4'b0000;
            end
            4'b0100: begin  
                branch = 1;
                alu_op = 4'b0001;
            end
            4'b0101: begin  
                branch = 1;
                alu_op = 4'b0001;
            end
        endcase
    end
    always @(*) begin
        load_use_hazard = 1'b0;
        control_hazard = 1'b0;
        if (id_ex_mem_read && id_ex_valid) begin
            if ((id_ex_rt == rs) || (id_ex_rt == rt)) begin
                load_use_hazard = 1'b1;
            end
        end
        if ((id_ex_branch && id_ex_valid) || ex_mem_branch_taken) begin
            control_hazard = 1'b1;
        end
    end
    always @(*) begin
        forward_a = 2'b00;
        forward_b = 2'b00;
        if (ex_mem_valid && ex_mem_reg_write && (ex_mem_reg_dst != 0)) begin
            if (ex_mem_reg_dst == id_ex_rs) begin
                forward_a = 2'b10;
            end
            if (ex_mem_reg_dst == id_ex_rt && !id_ex_alu_src) begin
                forward_b = 2'b10;
            end
        end
        if (mem_wb_valid && mem_wb_reg_write && (mem_wb_reg_dst != 0)) begin
            if (!(ex_mem_valid && ex_mem_reg_write && 
                  ex_mem_reg_dst != 0 && ex_mem_reg_dst == id_ex_rs) &&
                mem_wb_reg_dst == id_ex_rs) begin
                forward_a = 2'b01;
            end
            if (!(ex_mem_valid && ex_mem_reg_write && 
                  ex_mem_reg_dst != 0 && ex_mem_reg_dst == id_ex_rt) &&
                mem_wb_reg_dst == id_ex_rt && !id_ex_alu_src) begin
                forward_b = 2'b01;
            end
        end
    end
    always @(posedge clk or posedge rst) begin
        if (rst) begin
            if_id_pc <= 16'h0000;
            if_id_instr <= 16'h0000;
            if_id_valid <= 1'b0;
            pc <= 16'h0000;
        end else begin
            if (!stall) begin
                if (flush) begin
                    if_id_valid <= 1'b0;
                    if_id_instr <= 16'h0000;
                end else begin
                    if_id_pc <= pc;
                    if_id_instr <= {instr_memory[pc], instr_memory[pc + 1]};
                    if_id_valid <= 1'b1;
                end
                pc <= next_pc;
            end
        end
    end
    always @(posedge clk or posedge rst) begin
        if (rst) begin
            id_ex_pc <= 16'h0000;
            id_ex_rs <= 3'b000;
            id_ex_rt <= 3'b000;
            id_ex_rd <= 3'b000;
            id_ex_reg1 <= 16'h0000;
            id_ex_reg2 <= 16'h0000;
            id_ex_imm <= 16'h0000;
            id_ex_alu_op <= 4'b0000;
            id_ex_mem_read <= 1'b0;
            id_ex_mem_write <= 1'b0;
            id_ex_reg_write <= 1'b0;
            id_ex_alu_src <= 1'b0;
            id_ex_reg_dst <= 1'b0;
            id_ex_branch <= 1'b0;
            id_ex_valid <= 1'b0;
        end else if (!stall) begin
            if (flush) begin
                id_ex_valid <= 1'b0;
            end else if (if_id_valid) begin
                id_ex_pc <= if_id_pc;
                id_ex_rs <= rs;
                id_ex_rt <= rt;
                id_ex_rd <= rd;
                id_ex_reg1 <= reg_file[rs];
                id_ex_reg2 <= reg_file[rt];
                id_ex_imm <= immediate;
                id_ex_alu_op <= alu_op;
                id_ex_mem_read <= mem_read;
                id_ex_mem_write <= mem_write;
                id_ex_reg_write <= reg_write;
                id_ex_alu_src <= alu_src;
                id_ex_reg_dst <= reg_dst;
                id_ex_branch <= branch;
                id_ex_valid <= 1'b1;
            end
        end
    end
    always @(posedge clk or posedge rst) begin
        if (rst) begin
            ex_mem_alu_result <= 16'h0000;
            ex_mem_reg2 <= 16'h0000;
            ex_mem_reg_dst <= 3'b000;
            ex_mem_mem_read <= 1'b0;
            ex_mem_mem_write <= 1'b0;
            ex_mem_reg_write <= 1'b0;
            ex_mem_branch_taken <= 1'b0;
            ex_mem_branch_target <= 16'h0000;
            ex_mem_valid <= 1'b0;
        end else begin
            if (id_ex_valid) begin
                ex_mem_alu_result <= alu_result;
                ex_mem_reg2 <= id_ex_reg2;
                ex_mem_reg_dst <= id_ex_reg_dst ? id_ex_rd : id_ex_rt;
                ex_mem_mem_read <= id_ex_mem_read;
                ex_mem_mem_write <= id_ex_mem_write;
                ex_mem_reg_write <= id_ex_reg_write;
                ex_mem_branch_taken <= id_ex_branch && 
                                     ((opcode == 4'b0100 && alu_result == 16'h0000) ||   
                                      (opcode == 4'b0101 && alu_result != 16'h0000));    
                ex_mem_branch_target <= id_ex_pc + {id_ex_imm[14:0], 1'b0};   
                ex_mem_valid <= 1'b1;
            end else begin
                ex_mem_valid <= 1'b0;
            end
        end
    end
    always @(*) begin
        stall = load_use_hazard;
        flush = ex_mem_branch_taken || control_hazard;
        if (ex_mem_branch_taken)
            next_pc = ex_mem_branch_target;
        else if (stall)
            next_pc = pc;
        else if (id_ex_branch && id_ex_valid) begin
            next_pc = pc + 2;
        end
        else
            next_pc = pc + 2;
    end
    assign pc_out = pc;
    always @(posedge clk or posedge rst) begin
        if (rst) begin
            if_id_valid <= 0;
            id_ex_valid <= 0;
            ex_mem_valid <= 0;
            mem_wb_valid <= 0;
            pc <= 16'h0000;
        end else begin
            if (load_use_hazard) begin
                if_id_valid <= if_id_valid;
                id_ex_valid <= 0;
                pc <= pc;
            end else if (control_hazard || ex_mem_branch_taken) begin
                if_id_valid <= 0;
                id_ex_valid <= 0;
                if (ex_mem_branch_taken)
                    pc <= ex_mem_branch_target;
                else
                    pc <= pc + 2;
            end else begin
                if_id_valid <= 1;
                id_ex_valid <= if_id_valid;
                pc <= next_pc;
            end
            ex_mem_valid <= id_ex_valid && !flush;
            mem_wb_valid <= ex_mem_valid;
        end
    end
    always @(posedge clk) begin
        if (!rst) begin
        end
    end
    always @(posedge clk) begin
        if (mem_wb_valid && mem_wb_reg_write && (mem_wb_reg_dst != 3'b000)) begin
            reg_file[mem_wb_reg_dst] <= mem_wb_data;
        end
    end
endmodule
```
==> flow_summary.ini <==
; flow metrics
[routing]
wire_per_inst_um = 11.05
first_pass_iters = 2
drt_iter0_drc = 10
vias = 424
antenna_left = 0
wirelength_um = 1304
drc = 0
diodes = 0
drt-vias-per-instance = 3.593

[worst_setup_path]
crit_required_ns = 2.08
path_buffers = 1
cp_max_fo = 8
cp_slowest_cell = clkdlybuf4s50_1
cp_top_family = buffers and inverters
critical_path_class = register to output port
worstPathArrival_ns = 1.22
crit_path_end_kind = output port
slowest_delay_ns = 0.51
startpoint_type = register
path_cells = clkdlybuf4s50_1

[final_timing]
finalClockSkew_ns = 0.003631
max_freq_mhz = 575.1
fin_tns_setup_ns = 0
report.final.slew_viol_count = 0
rsz0062_at_grt = no
setup_viol = 0
worstMarginPinSlew_ns = 0.5693
period_minus_slack_ns = 1.739
max-slew-margin-rel_pct = 62.00
hold_viol = 0
fin_crit_sh_pct = 66.88

[cells_and_area]
final_layout_size_suffix_gt1_share_pct = 8.571
stdcell_count = 118
lay_top_count = clkdlybuf4s50_1
largest_reg_flops = 15
final_cell_mix = clkdlybuf4s50_1 (16), dfrtp_1 (15), xnor2_1 (11)
syn_to_final_growth_pct = 38.37
reg_top3 = pc x15
max_flop_register = pc

[grt]
grt_pass1_vias = 445
grtUsageTotal_pct = 4.106
antenna_found_initial = 0
grt_max_degree = 16
grt_pass1_wl_um = 2145
grt-ovfl-total = 0

[synth]
ys.flop_type = dfrtp_1
top_cell_area_share_pct = 58.14
syn_avg_cell_area_sq_um = 12.18
synth_warnings = 58
area_leaders = dfrtp_1 (58%), xnor2_1 (15%), nand4_1 (5.8%)
edf_count = 0
yosys_cells = 53
yosysSeqAreaShare_pct = 58.14
yosys.area.top_type = dfrtp_1
ys.flops = 15
syn_inst = 53
syn-cell-area_sq_um = 645.6
yosys_area_sq_um = 645.6
ys_async_sr_fraction_pct = 100.0
synth_cell_type_count = 17

[pwr]
switchingPower_mw = 0.08246
internal_power_mw = 0.3407
pwr-share-comb_pct = 1.4
max-vdd-ir-drop_mv = 0.2689
p_seq_share_pct = 55.2
p_clk_share_pct = 43.4
leakagePower_nw = 0.3702
p_sw_share_pct = 19.49
power.density_nw_per_um2 = 473.6

[clock_tree]
cts_hold_buffers = 0
clock_path_buffers = 2
cts_buffers = 3
cts.sinks = 15
post_cts_resized = 0
root_buffer = clkbuf_8
htreeDepth = 1
cts_tree = done
post_cts_buffers = 0
clkTransAtPathRegs_ns = 0.06
insertion_delay_ns = 0.24

[run]
warning_count = 25
maxCapViolCount = 0

[die]
chip_area_sq_um = 6724
coreArea_sq_um = 3689
die_x_um = 82
die_y_um = 82
initCoreUtil_pct = 17.50
io_pins = 18
rows = 22

[outcome]
status = complete, no violations

[placement]
dp_cells = 114
place.gp.congestion = 0.7079
io_buffers = 16

[worst_hold_path]
hp-class = register to register
Yosys cell counts (2+ instances only):
master and number:
nand4_1 6, inv_1 2, and4_1 2, nand2_1 2, nand3_1 3, and2_1 2, dfrtp_1 15, xnor2_1 11
xor2_1 2
power by group through the flow:
stage / sequential [mW] / combinational (mW) / clock (mW)
after CTS: 0.233 / 0.00653 / 0.192
after global routing: 0.233 / 0.00717 / 0.202
final: 0.233 / 0.00596 / 0.184
stage by stage:
stage / total power [mW] / setup slack (ns) / util (%) / hold WS [ns] / area (sq um)
global route: 0.4425 / 0.8033 / 24.22 / 0.5000 / 893.4
finish: 0.4231 / 0.8612 / 24.22 / 0.4786 / 893.4
CTS: 0.4316 / 0.8391 / 24.22 / 0.4802 / 893.4
global placement: 0.2440 / 1.119 / 22.96 / 0.4675 / 847.1
detailed placement: 0.2443 / 1.110 / 22.96 / 0.4717 / 847.1
floorplan: 0.2423 / 1.346 / - / 0.4215 / 645.6
routing by layer:
layer	wire, um	track usage, %	part of all wire (%)	vias up
met1	601	4.993	46	200
met2	582	6.426	45	9
met5	0	0	0	-
li1	-	-	-	215
met4	0	0	0	0
met3	121	2.643	9.3	0
layout make-up:
type | count | area [sq um]
Timing Repair Buffer | 16 | 160.2
Inverter | 2 | 7.507
Multi-Input combinational cell | 33 | 244.0
Fill cell | 402 | 2795
Clock buffer | 3 | 41.29
Sequential cell | 15 | 375.4
Tap cell | 48 | 60.06
Clock inverter | 1 | 5.005
worst paths after layout:
check                                      start               end  slack, ns  depth (start not counted)
worst max-delay path             pc[9]$_DFF_PP0_         pc_out[9]       0.86                          1
worst min-delay path            pc[15]$_DFF_PP0_  pc[15]$_DFF_PP0_       0.48                          1
worst max register to register   pc[1]$_DFF_PP0_  pc[11]$_DFF_PP0_       1.32                          4
worst min register to register  pc[15]$_DFF_PP0_  pc[15]$_DFF_PP0_       0.48                          1
max in group asynchronous                    rst  pc[11]$_DFF_PP0_       1.59                          2
min in group asynchronous                    rst   pc[5]$_DFF_PP0_       0.63                          2
logic make-up after synthesis:
logic type	count (synthesis)	synth area share [%]
XOR/XNOR	13	17.64
adder cells (fa/ha/maj)	1	1.938
buffers and inverters	5	4.071
flip-flops	15	58.14
other	1	0.5808
AND/OR/NAND/NOR	18	17.64
Power is estimated from default activity; no workload was simulated.
